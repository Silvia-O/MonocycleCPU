<file path="design/flow/config.mk">
export PLATFORM = sky130hd
export DESIGN_NAME = mux
export DESIGN_NICKNAME = mux
export VERILOG_FILES = /design/flow/design.v
export SDC_FILE = /design/flow/constraint.sdc
export NUM_CORES = 4
export LEC_CHECK = 1
export CORE_AREA = 10 10 71 71
export DIE_AREA = 0 0 81 81
</file>
<file path="design/flow/constraint.sdc">
current_design mux

set clk_period 1.0
set clk_io_pct 0.2

create_clock -name clk0 -period $clk_period

set non_clock_inputs [all_inputs -no_clocks]
set_input_delay [expr $clk_period * $clk_io_pct] -clock clk0 $non_clock_inputs
set_output_delay [expr $clk_period * $clk_io_pct] -clock clk0 [all_outputs]
</file>
<file path="design/flow/design.v">
module mux (
  input control,
  input [31:0] d0,
  input [31:0] d1,
  output [31:0] out
  );
  assign out = control ? d1 : d0;
endmodule
</file>
<file path="design/flow/run.sh">
#!/bin/bash
# OpenROAD 26Q1-2900-gdf79404cd8, Yosys 0.63+post, stock flow scripts
make -C /OpenROAD-flow-scripts/flow DESIGN_CONFIG=/design/flow/config.mk WORK_HOME=/design/flow/orfs finish
</file>
==> flow_metrics.py <==
# Metrics from the implementation run
metrics = {
    "global_route": {
        "track_usage_pct": 7.538,
        "overflow": 0,
        "grt_pass1_vias": 758,
        "grt_max_degree": 11,
        "antenna_found_initial": 0,
        "grt_first_pass_wirelength_um": 4043,
    },
    "floorplan": {
        "die_y_um": 81,
        "fp_util_pct": 14.98,
        "dieArea_um2": 6561,
        "core_um2": 3633,
        "rows": 22,
        "num_io_pins": 97,
        "fp.dieW_um": 81,
    },
    "timing": {
        "drv_slew": 0,
        "hold_viol_final": 0,
        "finalWorstSetupSlack_ns": -0.1851,
        "worst_slew_pin_slew_ns": 0.08273,
        "fin_crit_ns": 1.185,
        "whs_ns": 0.7017,
        "setup_viol": 32,
        "fin_crit_sh_pct": 118.5,
        "max_freq_mhz": 843.8,
        "rsz0062_at_grt": "true",
        "slew_headroom_pct": 94.48,
    },
    "run": {
        "max_cap_viol_count": 0,
        "warning_count": 34,
    },
    "pwr": {
        "total_power_mw": 0.6286,
        "p_seq_share_pct": 0,
        "intPower_mw": 0.4928,
        "power.share.combinational_pct": 100.0,
        "switching_share_pct": 21.60,
        "peakVddDrop_v": 0.0001607,
        "p_leak_nw": 0.8611,
        "clkPwrFrac_pct": 0,
        "power_density_nw_per_um2": 395.9,
        "power.switching_mw": 0.1358,
    },
    "setup_path": {
        "critPathKind": "in -> out",
        "path_max_fanout": 1,
        "worst_setup_path_start_kind": "input port",
        "worstPathRequired_ns": 0.80,
        "crit_path_end_kind": "primary output",
        "crit_start": "d0[2]",
        "worstPathArrival_ns": 0.99,
        "crit_path_end": "out[2]",
    },
    "place": {
        "placed_cells": 181,
        "place.port_buffers": 97,
        "place_congestion": 0.8442,
        "dp_hpwl_um": 2503,
    },
    "synth": {
        "yosys_warnings": 0,
        "syn_area_per_cell_um2": 15.12,
        "synth-compound-area-share_pct": 0,
        "yosysChipArea_um2": 544.3,
        "ys_sh_simple_pct": 0,
        "syn-cell-area_um2": 544.3,
        "xor_area_share_pct": 0,
        "synthCells": 36,
        "ys_cells": 36,
        "yosysSeqAreaShare_pct": 0,
        "mux_share_pct": 86.90,
        "synth.cellmix.adderShare_pct": 0,
        "top_logic_kind": "multiplexers",
        "ys_types": 4,
    },
    "detailed_routing": {
        "routedWlPerCell_um": 15.23,
        "ant_nets": 0,
        "routed_wl_um": 2817,
        "vias_per_cell": 3.827,
        "antennaDiodeCount": 0,
        "drtPass1Iterations": 2,
        "vias": 708,
        "drc": 0,
        "drt_iter0_drc": 4,
    },
    "status": {
        "outcome": "finished with violations",
        "violations": "setup timing",
    },
    "layout": {
        "clock_buffers": 0,
        "syn_to_final_growth_pct": 191.7,
        "comb_area_um2": 480.5,
        "regArea_um2": 0,
        "fin_util_pct": 43.70,
        "stdcell_count": 185,
        "fillers": 361,
        "flop-count": 0,
        "drive_above_1_share_pct": 53.28,
    },
    "min_path": {
        "hp-class": "in -> out",
        "worstHoldStart": "d1[16]",
    },
    "clocking": {
        "postCtsHoldBufs": 0,
    },
}
-- synthesized netlist by cell type, drive strengths merged --
cell / count / area share (%)
buf: 4 / 13
mux2: 32 / 87
-- worst max-delay path, stage by stage --
cell             delay (ns)
clkdlybuf4s50_1        0.40
mux2_4                 0.27
buf_6                  0.11
-- per-layer routing --
metal	vias up	GRT usage (%)	routed length, um
met4	0	0	0
met3	0	2.784	323
li1	341	-	-
met1	317	9.222	1060
met5	-	0	0
met2	50	13.14	1433
-- cells in the final DEF, fill, tap and decap left out --
cell	synthesis	final
mux2_4	30	32
buf_16	0	1
dlygate4sd2_1	0	46
buf_6	1	19
buf_12	3	7
buf_4	0	1
buf_2	0	13
dlymetal6s2s_1	0	4
clkdlybuf4s50_1	0	14
-- cell families after synthesis --
| group | Yosys count |
|---|---|
| muxes | 32 |
| buffers and inverters | 4 |
-- layout make-up --
class	instances	share of cell area [%]
Tap cell	48	3.783
Multi-Input combinational cell	32	30.26
Timing Repair Buffer	105	65.96
-- worst min-delay path by stage --
stage,to,depth (start not counted)
after CTS,out[19],3
after global routing,out[5],3
final,out[16],3
-- timing repair --
item | 4_1_cts | 5_1_grt
resized | 166 | 15
hold endpoints to repair | 0 | 0
buffers inserted | 3 | 0
setup endpoints to repair | 32 | 32
gates cloned | 1 | 0
-- per-stage QoR --
stage	TNS (ns)	cell area [um2]	setup WS, ns
6_report	-2.969	1588	-0.1851
4_1_cts	-3.189	1509	-0.1856
3_5_place_dp	-16.41	1529	-0.5301
2_1_floorplan	0	544.3	0.06690
3_3_place_gp	-15.96	1529	-0.5114
5_1_grt	-3.497	1588	-0.2045
-- power by group through the flow --
stage / registers [mW] / logic [mW] / clock network [mW]
finish: 0 / 0.629 / 0
CTS: 0 / 0.597 / 0
global route: 0 / 0.671 / 0
Power figures rest on the tool's default switching activity, not on a simulated workload.
