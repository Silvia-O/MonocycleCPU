$ cat flow/run.sh
#!/bin/bash
# OpenROAD 26Q1-2900-gdf79404cd8, Yosys 0.63+post, stock flow scripts
make -C /OpenROAD-flow-scripts/flow DESIGN_CONFIG=/design/flow/config.mk WORK_HOME=/design/flow/orfs finish
$ cat flow/config.mk
export PLATFORM = sky130hd
export DESIGN_NAME = ctrl
export DESIGN_NICKNAME = ctrl
export VERILOG_FILES = /design/flow/design.v
export SDC_FILE = /design/flow/constraint.sdc
export NUM_CORES = 4
export LEC_CHECK = 1
export CORE_AREA = 10 10 70 70
export DIE_AREA = 0 0 80 80
$ cat flow/constraint.sdc
current_design ctrl

set clk_period 1.8
set clk_io_pct 0.2

create_clock -name clk0 -period $clk_period

set non_clock_inputs [all_inputs -no_clocks]
set_input_delay [expr $clk_period * $clk_io_pct] -clock clk0 $non_clock_inputs
set_output_delay [expr $clk_period * $clk_io_pct] -clock clk0 [all_outputs]
$ cat flow/design.v
module ctrl(
  input clk,
  input reset,
  input [5:0] OP,
  input [5:0] Funct,
  input zero,
  output reg RegDst,
  output reg ALUSrc,
  output reg MemtoReg,
  output reg RegWrite,
  output reg MemRead,
  output reg MemWrite,
  output reg Branch,
  output reg Jump,
  output reg[2:0] ALUOp,
  output reg[1:0] EXTOp
  );
  initial
  begin
    RegDst = 0;
    ALUSrc = 0;
    MemtoReg = 0;
    RegWrite = 0;
    MemRead = 0;
    MemWrite = 0;
    Branch = 0;
    Jump = 0;
  end
  always @(*)
  begin
    case(OP)
      6'b000000:
      begin
        case(Funct)
          6'b100001,
          6'b100000: ALUOp = 3'b000;
          6'b100011,
          6'b100010: ALUOp = 3'b001;
          6'b100100: ALUOp = 3'b011;
          6'b100101: ALUOp = 3'b010;
          6'b100111: ALUOp = 3'b100;
          6'b101010: ALUOp = 3'b101;
        endcase
        RegDst = 1;
        ALUSrc = 0;
        MemtoReg = 0;
        RegWrite = 1;
        MemRead = 0;
        MemWrite = 0;
        Branch = 0;
        Jump = 0;
      end
      6'b001101:
      begin
        ALUOp = 3'b010;
        RegDst = 0;
        ALUSrc = 1;
        MemtoReg = 0;
        RegWrite = 1;
        MemRead = 0;
        MemWrite = 0;
        Branch = 0;
        Jump = 0;
      end
      6'b100011:
      begin
        ALUOp = 3'b000;
        RegDst = 0;
        ALUSrc = 1;
        MemtoReg = 1;
        RegWrite = 1;
        MemRead = 1;
        MemWrite = 0;
        Branch = 0;
        Jump = 0;
      end
      6'b101011:
      begin
        ALUOp = 3'b000;
        RegDst = 0;
        ALUSrc = 1;
        MemtoReg = 0;
        RegWrite = 0;
        MemRead = 0;
        MemWrite = 1;
        Branch = 0;
        Jump = 0;
      end
      6'b000100:
      begin
        RegDst = 0;
        ALUSrc = 0;
        MemtoReg = 0;
        RegWrite = 0;
        MemRead = 0;
        MemWrite = 0;
        Branch = 1;
        Jump = 0;
      end
      6'b000011:
      begin
        RegDst = 0;
        ALUSrc = 0;
        MemtoReg = 0;
        RegWrite = 1;
        MemRead = 0;
        MemWrite = 0;
        Branch = 0;
        Jump = 1;
      end
      6'b000010:
      begin
        RegDst = 0;
        ALUSrc = 0;
        MemtoReg = 0;
        RegWrite = 0;
        MemRead = 0;
        MemWrite = 0;
        Branch = 0;
        Jump = 1;
      end
      default:
      begin
        RegDst = 0;
        ALUSrc = 0;
        MemtoReg = 0;
        RegWrite = 0;
        MemRead = 0;
        MemWrite = 0;
        Branch = 0;
        Jump = 0;
      end
    endcase
  end
endmodule
==> flow_summary.html <==
<h3>Flow metrics</h3>
<table>
<tr><th>Metric</th><th>Value</th></tr>
<tr><th colspan="2">Synthesis</th></tr>
<tr><td>Number of cells in Yosys stat</td><td>43</td></tr>
<tr><td>Number of enable-type register cells in the synthesized netlist</td><td>0</td></tr>
<tr><td>Post-synth cell types</td><td>28</td></tr>
<tr><td>Synth top area share</td><td>14.0%</td></tr>
<tr><td>Synthesized area divided by synthesized cell count</td><td>7.51 um2</td></tr>
<tr><td>Most used flip-flop cell</td><td>sky130_fd_sc_hd__dlxtn_1</td></tr>
<tr><td>Proportion of register bits with asynchronous set or reset after synthesis</td><td>0%</td></tr>
<tr><td>Top cells by area in the synthesized netlist</td><td>sky130_fd_sc_hd__dlxtn_1 14%, sky130_fd_sc_hd__buf_4 7.0%, sky130_fd_sc_hd__nor3b_1 7.0%</td></tr>
<tr><td>Synthesized-area fraction occupied by xor and xnor cells</td><td>0%</td></tr>
<tr><td>Number of instances in the synthesized netlist</td><td>43</td></tr>
<tr><td>Tally of yosys warning messages</td><td>3</td></tr>
<tr><td>Yosys Chip Area</td><td>323 um2</td></tr>
<tr><td>Multiplexer share of the synthesized area</td><td>3.10%</td></tr>
<tr><td>Register bit total from synthesis</td><td>3</td></tr>
<tr><td>Simple-gate share of the synthesized area</td><td>60.5%</td></tr>
<tr><td>Dominant comb cell</td><td>simple AND/OR/NAND/NOR gates</td></tr>
<tr><td>Dominant cell type by area after synthesis</td><td>sky130_fd_sc_hd__dlxtn_1</td></tr>
<tr><td>Post-synth design cell area</td><td>323 um2</td></tr>
<tr><td>Compound-gate portion of the synthesized area</td><td>14.3%</td></tr>
<tr><td>Adder Share, Synth</td><td>0%</td></tr>
<tr><th colspan="2">Finish</th></tr>
<tr><td>Layout filler cell count</td><td>381</td></tr>
<tr><td>Number of flip-flops under the largest register name</td><td>3</td></tr>
<tr><td>Layout-stage area growth over the synthesis result</td><td>136%</td></tr>
<tr><td>Fraction of layout instances using a drive strength above 1</td><td>45.1%</td></tr>
<tr><th colspan="2">Global routing</th></tr>
<tr><td>Number of antenna violations at the first check in global routing</td><td>0</td></tr>
<tr><td>Most crowded layer after global routing</td><td>met1</td></tr>
<tr><td>Global-route wire length before repair</td><td>2.03 mm</td></tr>
<tr><td>Fraction of met3 tracks used by global routing</td><td>1.93%</td></tr>
<tr><td>Aggregate global-route resource usage</td><td>3.75%</td></tr>
<tr><td>Residual overflow from global routing</td><td>0</td></tr>
<tr><td>Number of global-route vias before repair</td><td>442</td></tr>
<tr><td>Pin count of the biggest net entering global routing</td><td>7</td></tr>
<tr><td>Routing usage on met2</td><td>4.49%</td></tr>
<tr><td>Met1 capacity usage during global routing</td><td>5.90%</td></tr>
<tr><th colspan="2">Floorplan</th></tr>
<tr><td>Number of top-level pins</td><td>28</td></tr>
<tr><td>Area of the core region</td><td>3420 um2</td></tr>
<tr><td># rows</td><td>21</td></tr>
<tr><td>Chip area</td><td>6400 um2</td></tr>
<tr><td>Initial core utilization</td><td>9.45%</td></tr>
<tr><td>Die height</td><td>80 um</td></tr>
<tr><td>Horizontal extent of the die</td><td>80 um</td></tr>
<tr><th colspan="2">Worst setup path</th></tr>
<tr><td>Data arrival time at the worst-slack endpoint</td><td>1390 ps</td></tr>
<tr><td>Critical-path maximum fanout</td><td>3</td></tr>
<tr><td>Kind of start point of the critical path</td><td>input pin</td></tr>
<tr><td>Worst Path Class, Setup</td><td>input pin to primary output</td></tr>
<tr><td>Data required time at the worst endpoint</td><td>1440 ps</td></tr>
<tr><td>Sort of element at the end of the critical path</td><td>primary output</td></tr>
<tr><th colspan="2">Flow run</th></tr>
<tr><td>Stage-log warning count</td><td>36</td></tr>
<tr><td>Max-cap violations</td><td>0</td></tr>
<tr><th colspan="2">Placed design</th></tr>
<tr><td>Worst slack at placement</td><td>-599 ps</td></tr>
<tr><td>Placed wire-length estimate after detailed placement</td><td>1.04 mm</td></tr>
<tr><td>IO Port Bufs</td><td>23</td></tr>
<tr><td>Routability congestion estimate</td><td>0.834</td></tr>
<tr><th colspan="2">Detailed routing</th></tr>
<tr><td>Ant diodes</td><td>0</td></tr>
<tr><td>Mean number of vias per cell</td><td>3.49</td></tr>
<tr><td>DRC violation count after routing</td><td>0</td></tr>
<tr><td>Number of vias in the routed layout</td><td>447</td></tr>
<tr><td>DRC violation total after the first TritonRoute iteration</td><td>32</td></tr>
<tr><td>Final antenna-violating net count</td><td>0</td></tr>
<tr><td>1st-pass router iterations</td><td>3</td></tr>
<tr><td>Wirelength per Cell</td><td>10.3 um</td></tr>
<tr><td>Total wire length</td><td>1.31 mm</td></tr>
<tr><th colspan="2">Timing</th></tr>
<tr><td>Number of hold-slack violations in the final timing report</td><td>0</td></tr>
<tr><td>Count of unclocked register or latch pins</td><td>3</td></tr>
<tr><td>Setup-failing EPs final</td><td>0</td></tr>
<tr><td>Min Hold Slack</td><td>1060 ps</td></tr>
<tr><td>Final Max-Slew Violation Tally</td><td>0</td></tr>
<tr><td>Final critical-path setup slack</td><td>54.6 ps</td></tr>
<tr><td>Count of endpoints without a timing constraint</td><td>6</td></tr>
<tr><td>RSZ-0062 raised after global routing</td><td>true</td></tr>
<tr><td>Minimum period implied by the final worst setup slack</td><td>1750 ps</td></tr>
<tr><td>Post-layout period usage</td><td>97.0%</td></tr>
<tr><td>Highest Clock Rate</td><td>573 MHz</td></tr>
<tr><th colspan="2">Status</th></tr>
<tr><td>Status</td><td>finished clean</td></tr>
<tr><th colspan="2">Power and ir drop</th></tr>
<tr><td>Largest voltage drop on the vdd net</td><td>52.0 uV</td></tr>
<tr><td>Cell leakage power</td><td>0.000325 uW</td></tr>
<tr><td>P per Cell Area</td><td>146 nW/um2</td></tr>
<tr><th colspan="2">Worst hold path</th></tr>
<tr><td>Type of the most critical hold path</td><td>input pin to primary output</td></tr>
<tr><th colspan="2">Clock tree</th></tr>
<tr><td>Post-CTS Hold Fix Bufs</td><td>0</td></tr>
</table>
-- final cells by class --
| type | count | area (um2) | area share, % |
|---|---|---|---|
| flip-flops and latches | 3 | 45.0 | 5.91 |
| multi-input cells | 38 | 313 | 41.1 |
| repair buffers | 41 | 347 | 45.5 |
| well taps | 46 | 57.6 | 7.55 |
-- worst paths after layout --
path,start,end,cells after the start
setup / recovery,OP[2],MemWrite,7
hold / removal,OP[4],RegWrite,4
-- per-layer routing --
metal	vias to the layer above	share of wire (%)
li1	233	-
met1	194	50
met2	20	35
met3	0	14
met4	0	0
met5	-	0
-- power breakdown --
part | leakage [uW] | switching, uW | internal (uW)
logic | 0.000302 | 42.3 | 65.8
clock network | 0 | 0 | 0
registers | 0.0000228 | 0.385 | 3.10
-- cell families (layout without fill, tap and decap cells) --
family                 count (synthesis)  after routing
AND-OR/OR-AND                          8              8
multiplexers                           1              1
latches                                3              3
other                                  1              2
buffers and inverters                  3             41
AND/OR/NAND/NOR                       27             27
-- per-stage QoR --
| step | instances | TNS, ps | power, uW | cell area (um2) | util (%) |
|---|---|---|---|---|---|
| final | 128 | 0 | 112 | 762 | 22.3 |
| after global routing | 128 | -17.6 | 121 | 762 | 22.3 |
| after CTS | 127 | 0 | 109 | 748 | 21.9 |
| after detailed placement | 121 | -4260 | 93.3 | 674 | 19.7 |
| after global placement | 121 | -4240 | 93.1 | 674 | 19.7 |
| after floorplan | 44 | 0 | 29.8 | 327 | - |
-- timing repair --
item	in CTS	in global routing
buffers inserted	6	1
resized	49	3
endpoints found under the setup margin	8	4
pin swaps	7	1
-- worst max-delay path, stage by stage --
cell,delay (ps)
sky130_fd_sc_hd__dlygate4sd2_1,250
sky130_fd_sc_hd__buf_6,120
sky130_fd_sc_hd__nand3b_1,180
sky130_fd_sc_hd__buf_6,150
sky130_fd_sc_hd__nor2_4,90
sky130_fd_sc_hd__and2_1,130
sky130_fd_sc_hd__buf_2,100
-- layout by cell type (no fill, tap or decap), types with 2 or more instances in the layout --
| master | n |
|---|---|
| sky130_fd_sc_hd__buf_4 | 13 |
| sky130_fd_sc_hd__clkdlybuf4s50_1 | 9 |
| sky130_fd_sc_hd__buf_2 | 7 |
| sky130_fd_sc_hd__buf_6 | 5 |
| sky130_fd_sc_hd__dlxtn_1 | 3 |
| sky130_fd_sc_hd__dlygate4sd2_1 | 3 |
| sky130_fd_sc_hd__clkdlybuf4s15_1 | 3 |
| sky130_fd_sc_hd__nor3_4 | 2 |
| sky130_fd_sc_hd__nand2b_1 | 2 |
| sky130_fd_sc_hd__nor3b_1 | 2 |
| sky130_fd_sc_hd__o21ai_0 | 2 |
| sky130_fd_sc_hd__conb_1 | 2 |
Power and IR drop assume default switching activity.
